==> flow/design.v <==
`timescale 1ns / 1ps
module mod_counter #(
    parameter MODULO    = 10,                
    parameter CNT_WIDTH = $clog2(MODULO)     
)(
    input wire                  i_clk,       
    input wire                  i_rst,       
    output wire [CNT_WIDTH-1:0] o_cnt,       
    output wire                 o_cnt_max    
);
    reg [CNT_WIDTH-1:0] r_cnt;
    wire                 cnt_max = (r_cnt == (MODULO - 1));
    wire [CNT_WIDTH-1:0] n_cnt   = cnt_max ? 0 : (r_cnt + 1);
    assign o_cnt     = r_cnt;
    assign o_cnt_max = cnt_max;
    initial begin
        r_cnt = 0;
    end
    always @(posedge i_clk) begin
        if (i_rst) r_cnt <= 0;
        else       r_cnt <= n_cnt;
    end
endmodule
`timescale 1ns / 1ps
module uart #(
    parameter DATA_BITS = 8  
)(
    input wire                  i_clk,       
    input wire                  i_rst,       
    input wire                  i_rx,        
    input wire                  i_tx_start,  
    input wire  [DATA_BITS-1:0] i_data,      
    output wire                 o_tx,        
    output wire                 o_rx_done,   
    output wire                 o_tx_done,   
    output wire [DATA_BITS-1:0] o_data       
);
    localparam TICKS_PER_BIT = 16;
    localparam N = 54;
    wire tick_en;
    mod_counter #(
        .MODULO(N)
    ) u_baud_gen (
        .i_clk(i_clk),
        .i_rst(i_rst),
        .o_cnt(),
        .o_cnt_max(tick_en)
    );
    uart_rx #(
        .DATA_BITS(DATA_BITS),
        .TICKS_PER_BIT(TICKS_PER_BIT)
    ) u_rx (
        .i_clk(i_clk),
        .i_rst(i_rst),
        .i_rx(i_rx),
        .i_tick_en(tick_en),
        .o_rx_done(o_rx_done),
        .o_data(o_data)
    );
    uart_tx #(
        .DATA_BITS(DATA_BITS),
        .TICKS_PER_BIT(TICKS_PER_BIT)
    ) u_tx (
        .i_clk(i_clk),
        .i_rst(i_rst),
        .i_tx_start(i_tx_start),
        .i_tick_en(tick_en),
        .i_data(i_data),
        .o_tx(o_tx),
        .o_tx_done(o_tx_done)
    );
endmodule
`timescale 1ns / 1ps
module uart_echo_top (
    input wire  i_clk,   
    input wire  i_rx,    
    output wire o_tx     
);
    localparam DATA_BITS = 8;
    wire [DATA_BITS-1:0] data;
    wire rx_done;
    wire tx_done;
    reg  tx_start = 1'b0;
    uart #(
        .DATA_BITS(DATA_BITS)
    ) u_uart (
        .i_clk(i_clk),
        .i_rst(1'b0),
        .i_rx(i_rx),
        .i_tx_start(tx_start),
        .i_data(data),
        .o_tx(o_tx),
        .o_rx_done(rx_done),
        .o_tx_done(tx_done),
        .o_data(data)
    );
    always @(posedge i_clk) begin
        if (rx_done & ~tx_start) begin
            tx_start <= 1'b1;
        end else begin
            tx_start <= 1'b0;
        end
    end
endmodule
`timescale 1ns / 1ps
module uart_rx #(
    parameter DATA_BITS     = 8,     
    parameter TICKS_PER_BIT = 16     
)(
    input wire                  i_clk,       
    input wire                  i_rst,       
    input wire                  i_rx,        
    input wire                  i_tick_en,   
    output reg                  o_rx_done,   
    output wire [DATA_BITS-1:0] o_data       
);
    localparam TICK_CNT_WIDTH = $clog2(TICKS_PER_BIT);
    localparam BIT_CNT_WIDTH  = $clog2(DATA_BITS);
    localparam [1:0] STATE_IDLE  = 2'd0,
                     STATE_START = 2'd1,
                     STATE_DATA  = 2'd2,
                     STATE_STOP  = 2'd3;
    reg                [1:0] r_state, n_state;
    reg [TICK_CNT_WIDTH-1:0] r_tick_cnt, n_tick_cnt;
    reg  [BIT_CNT_WIDTH-1:0] r_bit_cnt, n_bit_cnt;
    reg      [DATA_BITS-1:0] r_data_buf, n_data_buf;
    assign o_data = r_data_buf;
    always @* begin
        n_state    = r_state;
        n_tick_cnt = r_tick_cnt;
        n_bit_cnt  = r_bit_cnt;
        n_data_buf = r_data_buf;
        o_rx_done  = 1'b0;
        case (r_state)
            STATE_IDLE: begin
                if (!i_rx) begin
                    n_state = STATE_START;
                end
            end
            STATE_START: begin
                if (i_tick_en) begin
                    if (r_tick_cnt == (TICKS_PER_BIT / 2 - 1)) begin
                        n_state    = STATE_DATA;
                        n_tick_cnt = 0;
                        n_bit_cnt  = 0;
                    end else begin
                        n_tick_cnt = (r_tick_cnt + 1);
                    end
                end
            end
            STATE_DATA: begin
                if (i_tick_en) begin
                    n_tick_cnt = (r_tick_cnt + 1);
                    if (r_tick_cnt == (TICKS_PER_BIT - 1)) begin
                        n_tick_cnt = 0;
                        n_data_buf = {i_rx, r_data_buf[DATA_BITS-1:1]};
                        if (r_bit_cnt == (DATA_BITS - 1)) begin
                            n_state = STATE_STOP;
                        end else begin
                            n_bit_cnt = (r_bit_cnt + 1);
                        end
                    end
                end
            end
            STATE_STOP: begin
                if (i_tick_en) begin
                    if (r_tick_cnt == (TICKS_PER_BIT - 1)) begin
                        n_state   = STATE_IDLE;
                        o_rx_done = 1'b1;
                    end else begin
                        n_tick_cnt = (r_tick_cnt + 1);
                    end
                end
            end
        endcase
    end
    always @(posedge i_clk) begin
        if (i_rst) begin
            r_state    <= STATE_IDLE;
            r_tick_cnt <= 0;
            r_bit_cnt  <= 0;
            r_data_buf <= 0;
        end else begin
            r_state    <= n_state;
            r_tick_cnt <= n_tick_cnt;
            r_bit_cnt  <= n_bit_cnt;
            r_data_buf <= n_data_buf;
        end
    end
endmodule
`timescale 1ns / 1ps
module uart_tx #(
    parameter DATA_BITS     = 8,     
    parameter TICKS_PER_BIT = 16     
)(
    input wire                 i_clk,        
    input wire                 i_rst,        
    input wire                 i_tx_start,   
    input wire                 i_tick_en,    
    input wire [DATA_BITS-1:0] i_data,       
    output reg                 o_tx,        
    output reg                 o_tx_done    
);
    localparam TICK_CNT_WIDTH = $clog2(TICKS_PER_BIT);
    localparam BIT_CNT_WIDTH  = $clog2(DATA_BITS);
    localparam [1:0] STATE_IDLE  = 2'b00,
                     STATE_START = 2'b01,
                     STATE_DATA  = 2'b10,
                     STATE_STOP  = 2'b11;
    reg                [1:0] r_state, n_state;
    reg [TICK_CNT_WIDTH-1:0] r_tick_cnt, n_tick_cnt;
    reg  [BIT_CNT_WIDTH-1:0] r_bit_cnt, n_bit_cnt;
    reg      [DATA_BITS-1:0] r_data_buf, n_data_buf;
    always @* begin
        n_state    = r_state;
        n_tick_cnt = r_tick_cnt;
        n_bit_cnt  = r_bit_cnt;
        n_data_buf = r_data_buf;
        o_tx       = 1'b1;
        o_tx_done  = 1'b0;
        case (r_state)
            STATE_IDLE: begin
                if (i_tx_start) begin
                    n_state    = STATE_START;
                    n_tick_cnt = 0;
                    n_data_buf = i_data;
                end
            end
            STATE_START: begin
                o_tx = 1'b0;
                if (i_tick_en) begin
                    if (r_tick_cnt == (TICKS_PER_BIT - 1)) begin
                        n_state    = STATE_DATA;
                        n_tick_cnt = 0;
                        n_bit_cnt  = 0;
                    end else begin
                        n_tick_cnt = (r_tick_cnt + 1);
                    end
                end
            end
            STATE_DATA: begin
                o_tx = r_data_buf[0];
                if (i_tick_en) begin
                    n_tick_cnt = (r_tick_cnt + 1);
                    if (r_tick_cnt == (TICKS_PER_BIT - 1)) begin
                        n_tick_cnt = 0;
                        n_data_buf = (r_data_buf >> 1);
                        if (r_bit_cnt == (DATA_BITS - 1)) begin
                            n_state = STATE_STOP;
                        end else begin
                            n_bit_cnt = (r_bit_cnt + 1);
                        end
                    end
                end
            end
            STATE_STOP: begin
                if (i_tick_en) begin
                    if (r_tick_cnt == (TICKS_PER_BIT - 1)) begin
                        n_state   = STATE_IDLE;
                        o_tx_done = 1'b1;
                    end else begin
                        n_tick_cnt = (r_tick_cnt + 1);
                    end
                end
            end
        endcase
    end
    always @(posedge i_clk) begin
        if (i_rst) begin
            r_state    <= STATE_IDLE;
            r_tick_cnt <= 0;
            r_bit_cnt  <= 0;
            r_data_buf <= 0;
        end else begin
            r_state    <= n_state;
            r_tick_cnt <= n_tick_cnt;
            r_bit_cnt  <= n_bit_cnt;
            r_data_buf <= n_data_buf;
        end
    end
endmodule
==> flow/run.sh <==
#!/bin/bash
# OpenROAD 26Q1-2900-gdf79404cd8, Yosys 0.63+post, stock flow scripts
make -C /OpenROAD-flow-scripts/flow DESIGN_CONFIG=/design/flow/config.mk WORK_HOME=/design/flow/orfs finish
==> flow/config.mk <==
export PLATFORM = sky130hd
export DESIGN_NAME = uart_echo_top
export DESIGN_NICKNAME = uart_echo_top
export VERILOG_FILES = /design/flow/design.v
export SDC_FILE = /design/flow/constraint.sdc
export NUM_CORES = 4
export LEC_CHECK = 1
export CORE_AREA = 10 10 111 111
export DIE_AREA = 0 0 121 121
==> flow/constraint.sdc <==
current_design uart_echo_top

set clk_period 4.9
set clk_io_pct 0.2

create_clock -name clk0 -period $clk_period [get_ports {i_clk}]

set non_clock_inputs [all_inputs -no_clocks]
set_input_delay [expr $clk_period * $clk_io_pct] -clock clk0 $non_clock_inputs
set_output_delay [expr $clk_period * $clk_io_pct] -clock clk0 [all_outputs]
==> out/metrics.yaml <==
tritoncts: "built"
synth-warning-count: 4
dpl.hpwl_um: 2040
top_layer: "met3"
fin_area_um2: 2300
coreArea_um2: 9860
grt_max_degree: 18
syn_inst: 155
maxSlewViolCount: 0
max-slew-margin-rel_pct: 55.3
setup_tns_ps: 0
die_h_um: 121
antenna_left: 0
p_leak_nw: 0.786
p_comb_share_pct: 19.0
warning_count: 33
crit_type: "reg2out"
clkSinkCount: 41
mostFrequentLayoutCells: "34 x edfxtp_1, 17 x ha_1, 14 x nor2_1"
ys_ff: 41
antenna_found_initial: 0
avgSynthCellArea_um2: 12.9
fmax_mhz: 315
cts_buffers: 5
hold_ws_ps: 444
overflow: 0
synth_seq_share_pct: 58.3
syn_area_um2: 1990
crit_path_start: "u_uart.u_tx.r_state[0]"
rsz0062_at_grt: "no"
power.density_nw_per_um2: 428
worstRegToRegCells: 4
switching_share_pct: 25.9
die_w_um: 121
p_switching_mw: 0.255
die_area_um2: 14600
r2r_setup_slack_ps: 2680
reg2reg_from: "u_uart.u_tx.r_tick_cnt[0]"
drcViolationCount: 0
wl_met3_um: 112
power.total_mw: 0.985
fp_util_pct: 20.2
ys_chip_area_um2: 1990
crit_fanout: 17
cts_hold_buffers: 0
cp.depth: 5
p_seq_share_pct: 48.1
startpoint_type: "flip-flop"
placed_cell_area_um2: 2160
mostFrequentLayoutCell: "edfxtp_1"
h-tree-depth: 2
worst_pin_slew_ps: 671
insertion_delay_ps: 290
syn_to_final_growth_pct: 15.5
outcome: "completed"
wl_per_cell_um: 9.65
hold_class: "reg2reg"
track_usage_pct: 4.10
period_needed_ps: 3170
drt_iter0_drc: 92
ys.flop_type: "edfxtp_1"
pin_count: 3
clockRootBuffer: "clkbuf_8"
finalSetupViolCount: 0
arrival_ps: 2190
wl_um: 2840
path_delay_family: "buffers and inverters"
endpoint_kind: "primary output"
internal_power_mw: 0.730
path_cells: "inv_1, ha_1, nand2_1, a21oi_1, clkdlybuf4s50_1"
cts_buffer_depth: 2
vias: 1129
gp_congestion: 0.766
grt_pass1_vias: 1083
cts_setup_buffers: 0
viasPerCell: 3.84
ir_drop_mv: 0.148
layout-drive-gt1-share_pct: 12.4
slowest_stage: "ha_1"
ys_cells: 155
core.rowCount: 36
synth-edff-count: 34
io_buffer_count: 2
wl_met1_um: 1560
post_cts_resized: 0
r2r_end: "u_uart.u_tx.r_data_buf[2]"
slowest_delay_ps: 600
drt-pass1-iter-count: 4
crit_path_end: "o_tx"
skew_ps: 9.16
grt_pass1_wl_um: 5020
crit_buf_inv: 2
cap_violations: 0
n_antenna_cell: 0
period_used_pct: 64.7
clk_pin_slew_ps: 80
hold_violations: 0
ys_types: 36
async_flop_share_pct: 0
crit_required_ps: 3920
p_clk_share_pct: 32.9
met2WireLength_um: 1160
-- area by class of cell --
cell class              instances  area [um^2]
flip-flops and latches         41         1160
clock buffers                   5         68.8
well taps                     133          166
inverters                       8         30.0
repair buffers                  2         20.0
clock inverters                 3         68.8
multi-input cells             102          787
fillers                      1014         7560
-- synth_stat cells (2+ instances only) --
master | n | share of area, %
nand2b_1 | 2 | 0.63
xnor2_1 | 2 | 0.88
nand2_1 | 6 | 1.1
nand3_1 | 6 | 1.5
and2_1 | 4 | 1.3
a211oi_1 | 2 | 0.75
a31oi_1 | 2 | 0.63
o21ai_0 | 3 | 0.75
nor2b_1 | 4 | 1.3
or3_1 | 2 | 0.63
mux2_2 | 7 | 4.0
inv_1 | 8 | 1.5
a21oi_1 | 4 | 1.0
or2_2 | 2 | 0.63
dfxtp_1 | 7 | 7.0
nor3_1 | 4 | 1.0
nor3b_1 | 2 | 0.75
xor2_1 | 5 | 2.2
edfxtp_1 | 34 | 51
ha_1 | 17 | 11
nor2_1 | 14 | 2.6
clkbuf_1 | 4 | 0.75
-- stage by stage --
stage	instances	setup WS (ps)	util, %
6_report	294	1730	23.3
5_1_grt	294	1520	23.3
4_1_cts	294	1690	23.3
3_5_place_dp	286	2030	21.9
3_3_place_gp	286	2080	21.9
2_1_floorplan	155	2530	-
-- sequential cells by signal, summed over array words and instances (netlist names) --
signal,flops
u_uart.u_tx.r_state,2
u_uart.u_rx.r_bit_cnt,3
u_uart.u_baud_gen.r_cnt,6
u_uart.u_rx.r_data_buf,8
u_uart.u_rx.r_state,2
u_uart.u_tx.r_bit_cnt,3
u_uart.u_tx.r_data_buf,8
u_uart.u_rx.r_tick_cnt,4
u_uart.u_tx.r_tick_cnt,4
tx_start,1
-- worst min path at each step --
stage | cells after the start | slack (ps) | end | from
CTS | 1 | 450 | tx_start | tx_start
global route | 0 | 470 | u_uart.u_rx.r_data_buf[2] | u_uart.u_rx.r_data_buf[3]
finish | 1 | 440 | tx_start | tx_start
-- metal layers --
metal  GRT usage [%]  vias up
met4           0.226        0
met2            5.78        8
met5               0        -
li1                -      579
met3            1.89        0
met1            5.95      542
-- power groups by stage --
stage / Combinational [mW] / Sequential, mW / Clock [mW]
after CTS: 0.189 / 0.475 / 0.333
after global routing: 0.214 / 0.478 / 0.351
final: 0.187 / 0.474 / 0.324
-- cell families after synthesis --
logic type,synth area share [%]
AND-OR/OR-AND,7.97
XOR/XNOR,3.08
adder cells (fa/ha/maj),10.7
buffers and inverters,2.26
flip-flops,58.3
multiplexers,3.96
AND/OR/NAND/NOR,13.8
Power is estimated from default activity; no workload was simulated.
